$ cat flow/config.mk
export PLATFORM = sky130hd
export DESIGN_NAME = led_blink
export DESIGN_NICKNAME = led_blink
export VERILOG_FILES = /design/flow/design.v
export SDC_FILE = /design/flow/constraint.sdc
export NUM_CORES = 4
export LEC_CHECK = 1
export CORE_AREA = 10 10 113 113
export DIE_AREA = 0 0 123 123
$ cat flow/constraint.sdc
current_design led_blink

set clk_period 4.2
set clk_io_pct 0.2

create_clock -name clk0 -period $clk_period [get_ports {clk}]

set non_clock_inputs [all_inputs -no_clocks]
set_input_delay [expr $clk_period * $clk_io_pct] -clock clk0 $non_clock_inputs
set_output_delay [expr $clk_period * $clk_io_pct] -clock clk0 [all_outputs]
$ cat flow/design.v
`timescale 1ns / 1ps
module led_blink(
    input  wire clk,       
    input  wire rst_n,     
    output reg  led        
);
parameter CNT_MAX = 24'd9_999_999;  
reg [23:0] cnt;
always @(posedge clk or negedge rst_n) begin
    if (!rst_n) begin
        cnt <= 24'd0;
        led <= 1'b0;
    end else begin
        if (cnt < CNT_MAX)
            cnt <= cnt + 1'b1;
        else begin
            cnt <= 24'd0;
            led <= ~led;
        end
    end
end
endmodule
$ cat flow/run.sh
#!/bin/bash
# OpenROAD 26Q1-2900-gdf79404cd8, Yosys 0.63+post, stock flow scripts
make -C /OpenROAD-flow-scripts/flow DESIGN_CONFIG=/design/flow/config.mk WORK_HOME=/design/flow/orfs finish
==> GITHUB_STEP_SUMMARY <==
### Metrics collected by this job

| Metric | Value |
|---|---|
| Status | `finished clean` |
| WL/cell | `10.3 microns` |
| TritonCTS Buffers | `3` |
| Die Ht | `123 microns` |
| Final Max Slew Viols | `0` |
| RSZ-0062 raised after global routing | `no` |
| FP Core Util | `0.137` |
| Sequential share of the synthesized area | `0.442` |
| Clock transition at path regs | `90 ps` |
| Largest type area fraction | `0.442` |
| I/O pin cnt | `3` |
| Hold Path Class | `register to register` |
| Port-buffer cells | `2` |
| Die Area | `15,100 sq um` |
| Area after DPL | `1590 sq um` |
| CTS tree | `done` |
| Fillers | `1,125` |
| Hold Path Origin | `cnt[0]` |
| Post-DRT Antenna Nets | `0` |
| PostCTS Resize Cnt | `0` |
| First-pass GRT wire length | `5240 microns` |
| R2R Path Start | `cnt[21]` |
| Vias in the first global route | `1,075` |
| Ys cells | `149` |
| CTS Sinks | `25` |
| Chip Area, Yosys | `1420 sq um` |
| Peak supply drop | `69.1 uV` |
| Number of synthesized register bits | `25` |
| Tot GR Track Use | `0.0405` |
| Dpl ws | `1630 ps` |
| Fin util | `0.158` |
| Ys flop type | `dfrtp_1` |
| Routed via count | `1,120` |
| Iteration-0 DRC Markers | `95` |
| Mapped Area | `1420 sq um` |
| Pre-antenna DRT Iters | `4` |
| Final hold viol count | `0` |
| Crit path kind | `register to register` |
| Latency at later pin | `270 ps` |
| Avg Inst Size Synth | `9.51 sq um` |
| Warnings, synthesis | `1` |
| ANT cells | `0` |
| CP Capture Type | `register` |
| RePlAce Congestion | `0.860` |
| Slew margin rel. | `0.350` |
| Minimum clock period | `2630 ps` |
| Worst slew pin tran | `972 ps` |
| Initial antenna violation count | `0` |
| Tool warnings | `25` |
| Rows | `37` |
| Worst EP arrival | `2740 ps` |
| Design Area, Final | `1640 sq um` |
| CP Launch Type | `register` |
| Placed cells | `280` |
| H-tree lvl count | `1` |
| Leak pwr | `0.543 nW` |
| Post-CTS Setup Repair Bufs | `0` |
| Final Power | `390 uW` |
| DRT Wirelength | `2930 microns` |
| Most common cell in the netlist | `dfrtp_1` |
| Finish-stage setup viols | `0` |
| Cells after Synth | `149` |
| Max Clk Rate | `381 MHz` |
| Global route total overflow | `0` |
| Maxcap violations | `0` |
| Fraction of registers with async set/reset | `1.00` |
| # DRC | `0` |
| Ratio of cells with drive above 1 in the final layout | `0.0946` |
| PwrDens | `238 nW/um^2` |
| Worst Setup SP | `cnt[21]` |
| Top cell type by total area after synthesis | `dfrtp_1` |
| Yosys cell types | `34` |
| Chip width | `123 microns` |
| CP Max Fanout | `24` |
| Period utilization | `0.625` |
| Number of enable flip-flop cells | `0` |
| Area Growth Syn to Fin | `15.5%` |
| Register-to-register setup slack | `1570 ps` |
| Buffer depth of the longest clock path | `2` |
| Pin count of the biggest net entering global routing | `26` |
| Critical Path RT | `4310 ps` |
| Setup tns final | `0 ps` |
| CTS root buf | `clkbuf_8` |
| Core area | `10,300 sq um` |
| Final setup margin | `1570 ps` |
| Final Skew | `3.32 ps` |
| Non-filler cells, final | `284` |
| WHS | `495 ps` |
| Synth cell count leaders | `dfrtp_1, nor3_1, a211oi_1, or3_1` |
| Post-CTS Hold Buffers | `0` |
| Placed wire-length estimate | `1890 microns` |
| Main area contributors | `dfrtp_1, nor3_1, a211oi_1` |
| Vias per inst | `3.94` |
## worst max-delay path, cell delays in order (launching register included)
cell	delay, ps
dfrtp_1	440
or4_4	590
or4_4	560
nor3_4	760
nor3_1	120
## power by group
part / total (mW) / switching [mW] / internal [mW]
Clock: 0.143 / 0.0755 / 0.0678
Combinational: 0.00611 / 0.00468 / 0.00143
Sequential: 0.240 / 0 / 0.240
Total: 0.390 / 0.0802 / 0.310
## cell usage in the layout, fill, tap and decap left out
cell	netlist	layout
a211o_1	1	1
a211oi_1	10	10
a31oi_1	1	1
a41oi_1	1	1
and2_1	2	2
and3_1	1	1
and4_1	4	4
buf_4	0	2
clkbuf_1	7	1
clkbuf_8	0	3
clkdlybuf4s50_1	0	2
dfrtp_1	25	25
ha_1	1	1
inv_1	3	3
nand2_1	8	8
nand3_1	8	8
nand4_1	5	5
nand4_2	1	1
nand4b_1	1	1
nor2_1	1	1
nor3_1	19	19
nor3_4	1	1
nor3b_1	1	1
nor4_1	4	4
o21ai_0	8	8
o221ai_1	1	1
o22ai_1	1	1
o311a_2	1	1
o31ai_1	2	1
o31ai_2	0	1
or2_2	1	1
or3_1	10	10
or3_2	2	2
or4_1	2	2
or4_4	2	2
xnor2_1	8	8
xor2_1	4	4
## logic make-up (layout without fill, tap and decap cells)
kind of cell,Yosys count,in the layout,share of synthesized area
buf+inv,12,11,0.0336
xor+xnor,12,12,0.0742
compound gates,26,26,0.127
fa+ha+maj,1,1,0.00883
flops,25,25,0.442
simple gates,73,73,0.314
## layer usage
metal  up-vias  track usage  wire length (microns)
li1        570            -                      -
met1       535       0.0620                   1620
met2        11       0.0556                   1170
met3         4       0.0111                     85
met4         0      0.00801                     55
met5         -            0                      0
## worst paths after layout
| path | endpoint | depth (start not counted) |
|---|---|---|
| min | cnt[0] | 1 |
| max reg2reg | cnt[8] | 4 |
| min in group asynchronous | led | 2 |
| max in group asynchronous | cnt[11] | 2 |
| max | cnt[8] | 4 |
| min reg2reg | cnt[0] | 1 |
## state kept, by name, summed over array words and instances (netlist names)
register / cells
cnt: 24
led: 1
## layout make-up
| cell class | instances | area (sq um) | area share |
|---|---|---|---|
| Clock buffer | 4 | 45.0 | 0.0275 |
| Inverter | 3 | 11.3 | 0.00689 |
| Multi-Input combinational cell | 112 | 748 | 0.458 |
| Sequential cell | 25 | 626 | 0.383 |
| Tap cell | 136 | 170 | 0.104 |
| Timing Repair Buffer | 4 | 35.0 | 0.0214 |
Power and IR drop assume default switching activity.
