$ cat ./design.v
module dac8830(
    input  wire         sys_clk,
    input  wire         sys_rst,
    input  wire         delay_en,
    input  wire [15:0]  dac_data1,    
    output wire         spi_sclk,
    output wire         spi_cs1,
    output wire         spi_mosi
);
localparam DELAY_1US    = (1_000 / 10) - 1;
localparam CYCLE_COUNT  = (16 * 2) - 1;
reg         sclk;
reg         cs;
reg         mosi;
reg [23:0]  delay_cnt;
reg [4:0]   cycle_cnt;
reg [15:0]  spi_data;
reg [15:0]  send_data;
reg [3:0]   state;
reg         cs_first;
reg         cs_second;
wire        cs_nege1;
wire        cs_nege2;
wire        update_data;
always @(posedge sys_clk or negedge sys_rst) begin
    if (!sys_rst) begin
        sclk      <= 1'b0;
        cs        <= 1'b1;
        send_data <= 16'd0;
        cycle_cnt <= 5'd0;
        delay_cnt <= 24'd0;
        state     <= 4'd0;
    end else begin
        case (state)
            4'd0: begin  
                sclk      <= 1'b0;
                cs        <= 1'b1;
                send_data <= 16'd0;
                cycle_cnt <= 5'd0;
                if (delay_cnt >= DELAY_1US) begin
                    delay_cnt <= 24'd0;
                    state <= 4'd1;
                end else begin
                    delay_cnt <= delay_cnt + 1'b1;
                    state <= 4'd0;
                end
            end
            4'd1: begin  
                send_data <= dac_data1;
                if (delay_en)
                    state <= 4'd2;
                else
                    state <= 4'd1;
            end
            4'd2: begin  
                sclk      <= 1'b0;
                cs        <= 1'b1;  
                cycle_cnt <= 5'd0;
                if (delay_cnt >= 24'd2) begin
                    delay_cnt <= 24'd0;
                    state <= 4'd3;
                end else begin
                    delay_cnt <= delay_cnt + 1'b1;
                    state <= 4'd2;
                end
            end
            4'd3: begin  
                cs <= 1'b0;
                sclk <= 1'b0;
                if (delay_cnt >= 24'd2) begin
                    delay_cnt <= 24'd0;
                    state <= 4'd4;
                end else begin
                    delay_cnt <= delay_cnt + 1'b1;
                    state <= 4'd3;
                end
            end
            4'd4: begin  
                sclk <= ~sclk;
                if (cycle_cnt >= CYCLE_COUNT) begin
                    cycle_cnt <= 5'd0;
                    state <= 4'd1;
                end else begin
                    cycle_cnt <= cycle_cnt + 1'b1;
                    state <= 4'd4;
                end
            end
            default: state <= 4'd0;
        endcase
    end
end
always @(posedge sys_clk or negedge sys_rst) begin
    if (!sys_rst) begin
        cs_first   <= 1'b0;
        cs_second  <= 1'b0;
    end else begin
        cs_first  <= cs;
        cs_second <= cs_first;
    end
end
assign cs_nege1 = (!cs) & cs_first;
assign cs_nege2 = (!cs_first) & cs_second;
assign update_data = sclk | cs_nege2;
always @(negedge update_data or negedge sys_rst or posedge cs_nege1) begin
    if (!sys_rst) begin
        mosi      <= 1'b0;
        spi_data  <= 16'd0;
    end else if (cs_nege1) begin
        mosi      <= 1'b0;
        spi_data  <= send_data;
    end else begin
        mosi      <= spi_data[15];
        spi_data  <= {spi_data[14:0], 1'b0};
    end
end
assign spi_sclk = sclk;
assign spi_cs1  = cs;
assign spi_mosi = mosi;
endmodule
$ cat ./run.sh
#!/bin/bash
# OpenROAD 26Q1-2900-gdf79404cd8, Yosys 0.63+post, stock flow scripts
make -C /OpenROAD-flow-scripts/flow DESIGN_CONFIG=/design/flow/config.mk WORK_HOME=/design/flow/orfs finish
$ cat ./config.mk
export PLATFORM = sky130hd
export DESIGN_NAME = dac8830
export DESIGN_NICKNAME = dac8830
export VERILOG_FILES = /design/flow/design.v
export SDC_FILE = /design/flow/constraint.sdc
export NUM_CORES = 4
export LEC_CHECK = 1
export CORE_UTILIZATION = 50
$ cat ./constraint.sdc
current_design dac8830

set clk_period 4.0
set clk_io_pct 0.2

create_clock -name clk0 -period $clk_period [get_ports {sys_clk}]

set non_clock_inputs [all_inputs -no_clocks]
set_input_delay [expr $clk_period * $clk_io_pct] -clock clk0 $non_clock_inputs
set_output_delay [expr $clk_period * $clk_io_pct] -clock clk0 [all_outputs]
==> results_slide.txt <==
Key Metrics from the Run

Synthesis
  – Total cells reported by yosys after synthesis: ~350
  – Count of mapped cells out of synthesis: approximately 350
  – Cells taking the most area after synthesis: dfrtp_1 38%, dfbbn_1 15%, nand2_1 8.5%
  – Count of library flops with an enable pin: 0
  – Post-synthesis area per instance: around 9.9 um2
  – Syn Std Cell Area: 0.00344 mm2
  – Library cells used by synthesis: about 51
  – Leading register cell type out of synthesis: dfrtp_1
  – Synthesis area per yosys: 0.00344 mm2
  – Cell taking the most area after synthesis: dfrtp_1
  – Async set-or-reset flop fraction in the synthesized netlist: about 100%
  – Register share after synthesis: between 50 and 60%
  – Top cell area share: 37.8%
  – Most used standard cell by instance count after synthesis: nand2_1
  – Ranking of synthesized cells by instance count: 78 x nand2_1, 52 x dfrtp_1, 22 x o21ai_0
  – Synth warnings: 2
  – Yosys reg bits: 71

Flow run
  – Tool warnings: between 40 and 50
  – Number of maximum-capacitance violations: 0

Worst setup path
  – Kind of capture point of the worst setup path: flip-flop
  – Arrival time worst endpoint: roughly 2.5 ns
  – Category of the critical setup timing path: flip-flop to flip-flop
  – Req. time, crit path: about 4.2 ns
  – Maximum fanout encountered on the critical timing path: 13
  – Critical path launch point type: flip-flop

Detailed routing
  – Highest Signal Layer: met4
  – Average routed wire per standard cell: around 15 um
  – Total wire length after detailed routing: between 6000 and 7000 um
  – DR iter-0 viols: roughly 120
  – Vias per cell: around 5.7
  – First-pass iteration count of the detailed router: 4
  – Remaining number of nets flagged by the antenna check after routing: 0
  – Routed length on met1: roughly 3300 um
  – Routed wire length on met3: about 200 um
  – Routed length on met2: slightly above 3000 um
  – Number of antenna repair diodes: 0
  – Vias: 2511
  – Total DRC errors in the routed layout: 0

Placed design
  – Count of placed standard cells including taps: between 400 and 500
  – Half-perimeter wire length of the detailed placement result: about 4500 um
  – IO Port Bufs: 21
  – Global placement routability congestion: between 0.9 and 1

Floorplanning
  – Number of I/O pins: 22
  – Standard cell core area: 0.00649 mm2
  – Die boundary height: around 85 um
  – Standard-cell row count: 29
  – DIE WIDTH: 85 um
  – Initial standard-cell utilization of the core: between 50 and 60%
  – Die area: 0.00723 mm2

Power and ir drop
  – Share of power burned in combinational logic: 4.3%
  – Switching share of total power: approximately a fifth
  – Sequential group share of total power: between 50 and 60%
  – Cell Int Power: ~0.00076 W
  – IR Drop Worst-Case VDD: about 0.00013 V
  – PwrDens: around 250 mW/mm2
  – Sw power: 0.000195 W
  – Pleak: between 1.5 and 2 nW
  – Share of power burned in the clock network: roughly 38%

STA
  – Final Hold Vio Count: 0
  – Final Cycle Share: approximately 58%
  – Endpoints failing setup: 0
  – Unrepaired setup endpoints after global routing: false
  – Final Max Tran Viols: 0
  – Clock period minus worst slack: 2.31 ns
  – Final-layout setup total negative slack: 0 ns
  – Endpoints left unconstrained: 17
  – Fin Clk Skew: roughly 0.013 ns
  – Slew at the pin with the worst max-slew slack: 0.857 ns
  – Final worst hold slack: approximately 0.40 ns
  – Count of unclocked register or latch pins: 17
  – Maximum clock frequency: roughly 0.43 GHz
  – Max_slew headroom: 42.4%

Clocking
  – H-tree levels: 2
  – Clk pin slew, worst setup/hold paths: ~0.090 ns
  – Maximum clock insertion buffer count: 2
  – Clock tree from TritonCTS: done
  – Resize count post-CTS: 0
  – Hold_buf cts: 0
  – Post-CTS Setup Inserts: 0
  – Cts bufs inserted: 5
  – Clock latency at the later pin of the worst-skew pair: between 0.3 and 0.4 ns
  – CTS root buf: clkbuf_8

Global route
  – Number of global-route vias before repair: 2403
  – First-pass GRT wire length: 11800 um
  – Maximum number of pins on one net before global-route repair: 38
  – Sum of overflow across all layers after global routing: 0
  – Antenna violations before repair: 0
  – GRT Util Overall: a little over a fifth

Layout
  – Area grow syn2layout: 10.5%
  – Comb gate area: ~0.0014 mm2
  – Finished Layout Cells: 441
  – Fillcell total: 560
  – Register area: roughly 0.0019 mm2
  – Share of layout cells above drive strength 1: between 6 and 7%

Worst hold path
  – Hold WC Path Type: flip-flop to flip-flop

Outcome
  – Outcome: complete, no violations
layout by cell type, fill, tap and decap left out, drive strengths merged, types with 2 or more instances in the layout:
cell / n
inv: 13
nand3: 7
o2111ai: 2
clkdlybuf4s50: 20
xnor2: 6
buf: 5
or3: 5
a22o: 4
dfstp: 2
a21oi: 15
a22oi: 7
dfbbn: 16
and3: 6
nand4: 9
or4: 5
a31oi: 2
o21ai: 23
xor2: 4
ha: 4
nor4: 7
nor2: 10
nand2: 78
clkbuf: 7
o211ai: 4
nand2b: 18
dfrtp: 52
o31ai: 5
nor3: 11
sequential cells by signal, summed over array words and instances, names as in the netlist, named ones only:
name and cells:
delay_cnt 24, send_data 16, spi_data 16, cycle_cnt 5
state 4, cs 1, cs_first 1, cs_second 1
mosi 1, sclk 1
critical path, stage by stage, from the launching register on:
cell      delay [ns]
dfrtp_1         0.43
inv_1           0.08
ha_1            0.19
or4_1           0.43
nor3_2          0.26
o211ai_2        0.31
buf_4           0.30
o31ai_1         0.22
cells by family after synthesis:
logic type	Yosys count	share of synthesized area, %
buffers and inverters	30	3.67
XOR/XNOR	10	2.54
other	1	0.109
adder cells (fa/ha/maj)	4	1.45
AND/OR/NAND/NOR	161	23.1
multiplexers	1	0.327
flip-flops	71	55.1
AND-OR/OR-AND	70	13.7
metal layers:
| layer | GRT usage, % | vias to the layer above |
|---|---|---|
| met1 | 36.1 | 1217 |
| met4 | 1.54 | 0 |
| li1 | - | 1254 |
| met2 | 32.4 | 36 |
| met5 | 0 | - |
| met3 | 2.96 | 4 |
final cells by class:
| type | instances | area share (%) |
|---|---|---|
| Sequential cell | 71 | 49.9 |
| Multi-Input combinational cell | 247 | 37.3 |
| Timing Repair Buffer | 25 | 6.18 |
| Tap cell | 77 | 2.53 |
| Clock buffer | 7 | 2.01 |
| Inverter | 13 | 1.28 |
| Clock inverter | 1 | 0.789 |
worst paths after layout:
kind                       depth (start not counted)  slack [ns]                         to                startpoint
min in group asynchronous                          1        0.53  send_data[11]$_DFFE_PN0P_                   sys_rst
max in group asynchronous                          2        2.51             cs$_DFFE_PN1P_                   sys_rst
min                                                0        0.40        cs_second$_DFF_PN0_        cs_first$_DFF_PN0_
max reg2reg                                        7        1.69   delay_cnt[1]$_DFFE_PN0P_  delay_cnt[0]$_DFFE_PN0P_
min reg2reg                                        0        0.40        cs_second$_DFF_PN0_        cs_first$_DFF_PN0_
max                                                7        1.69   delay_cnt[1]$_DFFE_PN0P_  delay_cnt[0]$_DFFE_PN0P_
power groups by stage:
stage	combinational (W)	clock, W	sequential, W
4_1_cts	0.0000427	0.000375	0.000550
5_1_grt	0.0000470	0.000402	0.000550
6_report	0.0000410	0.000361	0.000550
per-stage QoR:
stage	utilization, %	total power [W]	instance area (um2)	setup WS [ns]
2_1_floorplan	-	0.000571	3440	2.15
3_3_place_gp	56.9	0.000602	3700	1.79
3_5_place_dp	56.9	0.000603	3700	1.71
4_1_cts	58.6	0.000967	3800	1.69
5_1_grt	58.6	0.000999	3800	1.53
6_report	58.6	0.000951	3800	1.69
Power is estimated from default activity; no workload was simulated.
