===== design/flow/config.mk =====
export PLATFORM = sky130hd
export DESIGN_NAME = pwm
export DESIGN_NICKNAME = pwm
export VERILOG_FILES = /design/flow/design.v
export SDC_FILE = /design/flow/constraint.sdc
export NUM_CORES = 4
export LEC_CHECK = 1
export CORE_AREA = 10 10 75 75
export DIE_AREA = 0 0 85 85

===== design/flow/constraint.sdc =====
current_design pwm

set clk_period 1.7
set clk_io_pct 0.2

create_clock -name clk0 -period $clk_period [get_ports {clk}]

set non_clock_inputs [all_inputs -no_clocks]
set_input_delay [expr $clk_period * $clk_io_pct] -clock clk0 $non_clock_inputs
set_output_delay [expr $clk_period * $clk_io_pct] -clock clk0 [all_outputs]

===== design/flow/design.v =====
`timescale 1ns / 1ps
module pwm #(
    parameter PERIOD = 500,       
    parameter DUTY   = 50         
)(
    input  wire clk,              
    input  wire rst_n,            
    output reg  pwm_out           
);
reg [$clog2(PERIOD)-1:0] cnt;
always @(posedge clk or negedge rst_n) begin
    if (!rst_n)
        cnt <= 0;
    else if (cnt == PERIOD - 1)
        cnt <= 0;
    else
        cnt <= cnt + 1'b1;
end
always @(posedge clk or negedge rst_n) begin
    if (!rst_n)
        pwm_out <= 1'b0;
    else if (cnt < DUTY)
        pwm_out <= 1'b1;
    else
        pwm_out <= 1'b0;
end
endmodule

===== design/flow/run.sh =====
#!/bin/bash
# OpenROAD 26Q1-2900-gdf79404cd8, Yosys 0.63+post, stock flow scripts
make -C /OpenROAD-flow-scripts/flow DESIGN_CONFIG=/design/flow/config.mk WORK_HOME=/design/flow/orfs finish

==> notes.md <==
yosys + openroad results -> Post-Route Utilization 15.5%, WP data arrival 1.49 ns, top cells by count dfrtp_1 (10), nor2_1 (5), nand3_1 (4), final hold violation count 0, Non-Filler Instances 104, Yosys Chip Area 510 sq um, count of library flops with an enable pin 0, setup tns final 0 ns, Log Warnings 25, Hold-fix buffers, CTS 0, fraction of registers with async set/reset 100%, first-pass GRT wire length 1.44 mm, crit start category flop, maxcap violations 0, switch share 18.3%, Final setup viols 0, CP max-delay cell dfrtp_1, DP HPWL 606 um, Synth top cell by count dfrtp_1, dpl cell area 574 sq um, Root Driver clkbuf_8, power per cell area 865 nW/um^2, Setup CP Type flop to flop, Via-to-Cell Ratio 3.38, core area 4060 sq um, Cells after DPL 100, WL/cell 8.40 um, htree depth 1, Distinct lib cells used 24, DR pass1 iterations 4, part of the cycle the worst path needs 81.4%, row cnt 23, Reg clk slew, reported paths 0.05 ns, peak supply drop 354 uV, residual DRC count 0, post-route ant nets 0, Worst Hold Slack 0.417 ns, WL final 874 um, IO Port Bufs 2, Syn Inst Count 50, Netlist Area Pre-Place 510 sq um, worst hold path type input pin to asynchronous set/reset pin, Dominant flop cell dfrtp_1, fin crit period 1.38 ns, floorplan core density 12.6%, diode count 0, outcome finished clean, RSZ-0062 raised after global routing no, fin area 629 sq um, worst clock skew 0.00761 ns, pin count of the biggest net entering global routing 11, fraction of layout cells with a size suffix above 1 9.26%, Clock Power Share 55.0%, Seq pwr share 43.8%, GP Congestion 0.866, clk latency late pin 0.24 ns, Synth Seq Share 49.0%, YS warnings 1, Avg Cell Area, Syn 10.2 sq um, Die X 85 um, Req. time, crit path 1.81 ns, fillers 437, family with the most delay on the worst path simple AND/OR/NAND/NOR gates, GRT Overall Usage 2.35%, Longest Clk Path Bufs 2, dominant cell type by area after synthesis dfrtp_1, initial antenna violation count 0, worst slew pin tran 0.453 ns, Buf/Inv on CP 0, max incr delay on CP 0.43 ns, Overflow after GRT 0, Initial DRC Count 33, Top-area cell share 49.0%, static leakage 0.268 nW, die area 7230 sq um, cell mode on critical path nor2_1, Slew headroom 69.7%, yosys cell count 50, crit-path max FO 6, FMAX 723 MHz, internal cell power 0.000444 W, switching power 0.0000998 W, via count 352, top-level port count 3, number of gates resized after cts 0, CP endpoint kind flop, CTS tree done, vias in the first global route 342, top cells by area dfrtp_1 (49%), xnor2_1 (5.1%), nand4_4 (4.2%), nand3_1 (3.9%), nor2_1 (3.7%), Die Ht 85 um, Comb power frac 1.2%, max-slew violation count 0, setup repair bufs after CTS 0, Area Growth Syn to Fin 23.3%, #FFs+latches synth 10, # clock sinks 10, critical path, cell by cell ha_1 -> nand4bb_1 -> nor2_1 -> nor2_1, CTS buffer count 3
## metrics by stage
step           power [W]  setup slack [ns]
2_1_floorplan   0.000242             0.495
3_3_place_gp    0.000249             0.383
3_5_place_dp    0.000249             0.357
4_1_cts         0.000550             0.332
5_1_grt         0.000562             0.229
6_report        0.000544             0.316
## logic make-up after synthesis
logic type | after synthesis | synth area share (%)
AOI/OAI and AO/OA | 7 | 8.09
xor gates and xnor gates | 3 | 5.15
buffers and inverters | 5 | 5.88
adders and majority gates | 1 | 2.45
and+or+nand+nor | 24 | 29.4
DFF | 10 | 49.0
## metal layers
metal,vias to the layer above,part of all wire [%],routed length (um),track usage (%)
li1,184,-,-,-
met1,160,51,447,2.92
met2,8,38,336,3.27
met3,0,10,90,1.83
met4,0,0,0,0.150
met5,-,0,0,0
## path summary, 6_finish.rpt
check	startpoint	to	slack (ns)	depth (start not counted)
max	cnt[1]	cnt[0]	0.32	4
min	rst_n	cnt[7]	0.42	1
max reg2reg	cnt[1]	cnt[0]	0.32	4
min reg2reg	cnt[7]	pwm_out	0.51	1
max in group asynchronous	rst_n	cnt[1]	0.96	1
min in group clk0	cnt[7]	pwm_out	0.51	1
## flip-flops by register name, summed over array words and instances (netlist names)
signal	flops
pwm_out	1
cnt	9
## layout by cell type, fill, tap and decap left out
cell type        netlist  final
o22ai_1                1      1
or2b_1                 1      1
or3_1                  3      3
nor3_1                 1      1
and3_1                 1      1
xnor2_1                3      3
a21o_1                 1      1
clkbuf_8               0      4
inv_1                  3      3
ha_1                   1      1
and4_1                 1      1
dfrtp_1               10     10
o21ai_0                1      1
nor4_1                 1      1
nand2_1                3      3
nand4b_1               1      1
nand4_4                1      1
a21oi_1                3      3
nor2_1                 5      5
clkdlybuf4s50_1        0      2
o211ai_1               1      1
nand3_1                4      4
nand4_1                1      1
nand4bb_1              1      1
## final cells by class
type / count / area, sq um / area share [%]
Clock buffer: 4 / 55.1 / 8.75
Timing Repair Buffer: 2 / 20.0 / 3.18
Inverter: 3 / 11.3 / 1.79
Tap cell: 50 / 62.6 / 9.94
Sequential cell: 10 / 250 / 39.8
Multi-Input combinational cell: 35 / 230 / 36.6
## power groups by stage
stage	clock network, W	registers [W]	logic, W
after global routing	0.000316	0.000238	0.00000757
after CTS	0.000304	0.000238	0.00000704
final	0.000299	0.000238	0.00000648
Power figures rest on the tool's default switching activity, not on a simulated workload.
